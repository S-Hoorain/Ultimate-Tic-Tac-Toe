## constraint.sdc

```tcl
current_design board_renderer

set clk_period 14.3
set clk_io_pct 0.2

create_clock -name clk0 -period $clk_period

set non_clock_inputs [all_inputs -no_clocks]
set_input_delay [expr $clk_period * $clk_io_pct] -clock clk0 $non_clock_inputs
set_output_delay [expr $clk_period * $clk_io_pct] -clock clk0 [all_outputs]
```

## config.mk

```make
export PLATFORM = sky130hd
export DESIGN_NAME = board_renderer
export DESIGN_NICKNAME = board_renderer
export VERILOG_FILES = /design/flow/design.v
export SDC_FILE = /design/flow/constraint.sdc
export NUM_CORES = 4
export LEC_CHECK = 1
export CORE_UTILIZATION = 30
```

## design.v

```verilog
`timescale 1ns / 1ps
module board_renderer(
    input [9:0] x,
    input [8:0] y,
    input [17:0] data,
    input is_ended,
    output [3:0] r,
    output [3:0] g,
    output [3:0] b
    );
    wire h1, h2, v1, v2, v3, v4, v1_mask, v2_mask, v3_mask, v4_mask, game_table;
    wire [8:0] w_is_checked = data[17:9];
    wire [8:0] w_sign = data[8:0];        
    wire w_cross, w_nought;
    wire w_cross_0, w_nought_0, w_cross_1, w_nought_1, w_cross_2, w_nought_2;
    wire w_cross_3, w_nought_3, w_cross_4, w_nought_4, w_cross_5, w_nought_5;
    wire w_cross_6, w_nought_6, w_cross_7, w_nought_7, w_cross_8, w_nought_8;
    square HORZ_LINE_1 (x, y, 120, 150, 400, 10, h1);  
    square HORZ_LINE_2 (x, y, 10, 316, 620, 10, h2);  
    square VERT_LINE_1 (x, y, 120, 150, 10, 480, v1);  
    square VERT_LINE_2 (x, y, 250, 0, 10, 480, v2);  
    square VERT_LINE_3 (x, y, 380, 0, 10, 480, v3);  
    square VERT_LINE_4 (x, y, 510, 150, 10, 480, v4);  
    assign v1_mask = 0;
    assign v2_mask = 0;
    assign v3_mask = 0;
    assign v4_mask = 0;
    assign game_table = h1 | h2 | v1 | v2 | v3 | v4;
    cross CROSS_0 (x, y, 250, 20, w_cross_0);   
    nought NOUGHT_0 (x, y, 250, 20, w_nought_0);
    cross CROSS_1 (x, y, 120, 170, w_cross_1);   
    nought NOUGHT_1 (x, y, 120, 170, w_nought_1);
    cross CROSS_2 (x, y, 250, 170, w_cross_2);  
    nought NOUGHT_2 (x, y, 250, 170, w_nought_2);
    cross CROSS_3 (x, y, 380, 170, w_cross_3);  
    nought NOUGHT_3 (x, y, 380, 170, w_nought_3);
    cross CROSS_4 (x, y, 0, 341, w_cross_4);  
    nought NOUGHT_4 (x, y, 0, 341, w_nought_4);
    cross CROSS_5 (x, y, 120, 341, w_cross_5);   
    nought NOUGHT_5 (x, y, 120, 341, w_nought_5);
    cross CROSS_6 (x, y, 250, 341, w_cross_6);  
    nought NOUGHT_6 (x, y, 250, 341, w_nought_6);
    cross CROSS_7 (x, y, 380, 341, w_cross_7);  
    nought NOUGHT_7 (x, y, 380, 341, w_nought_7);
    cross CROSS_8 (x, y, 510, 341, w_cross_8);  
    nought NOUGHT_8 (x, y, 510, 341, w_nought_8);
    assign w_cross =
        (w_cross_0 & w_is_checked[0] & ~w_sign[0]) |
        (w_cross_1 & w_is_checked[1] & ~w_sign[1]) |
        (w_cross_2 & w_is_checked[2] & ~w_sign[2]) |
        (w_cross_3 & w_is_checked[3] & ~w_sign[3]) |
        (w_cross_4 & w_is_checked[4] & ~w_sign[4]) |
        (w_cross_5 & w_is_checked[5] & ~w_sign[5]) |
        (w_cross_6 & w_is_checked[6] & ~w_sign[6]) |
        (w_cross_7 & w_is_checked[7] & ~w_sign[7]) |
        (w_cross_8 & w_is_checked[8] & ~w_sign[8]);
    assign w_nought =
        (w_nought_0 & w_is_checked[0] & w_sign[0]) |
        (w_nought_1 & w_is_checked[1] & w_sign[1]) |
        (w_nought_2 & w_is_checked[2] & w_sign[2]) |
        (w_nought_3 & w_is_checked[3] & w_sign[3]) |
        (w_nought_4 & w_is_checked[4] & w_sign[4]) |
        (w_nought_5 & w_is_checked[5] & w_sign[5]) |
        (w_nought_6 & w_is_checked[6] & w_sign[6]) |
        (w_nought_7 & w_is_checked[7] & w_sign[7]) |
        (w_nought_8 & w_is_checked[8] & w_sign[8]);
    assign r = {4{game_table}} | {4{w_cross}};
    assign g = {4{game_table}};
    assign b = {4{game_table}} | {4{w_nought}};
endmodule
`timescale 1ns / 1ps
module cross(
    input [9:0] scan_x,
    input [8:0] scan_y,
    input [9:0] x,
    input [8:0] y,
    output draw
    );
    localparam THICKNESS = 7;
    wire w_bound;
    wire [9:0] x_shift = scan_x - x;
    wire [8:0] y_shift = scan_y - y;
    square CROSS_BOUND (scan_x,scan_y,x+26,y,103,103,w_bound);  
    assign draw = w_bound & (
        ((y_shift+26+THICKNESS > x_shift) & (y_shift+26-THICKNESS < x_shift)) |
        ((y_shift+x_shift > 129-THICKNESS) & (y_shift+x_shift < 129+THICKNESS))
    );
endmodule
`timescale 1ns / 1ps
module nought(
    input [9:0] scan_x,
    input [8:0] scan_y,
    input [9:0] x,
    input [8:0] y,
    output draw
    );
    wire w_bound, w_h1, w_h2, w_v1, w_v2;
    wire [9:0] x_shift = scan_x - x;
    wire [8:0] y_shift = scan_y - y;
    square NOUGH_BOUND (scan_x,scan_y,x+26,y,103,103,w_bound);
    square H1 (scan_x,scan_y,x+56,y,40,10,w_h1);
    square H2 (scan_x,scan_y,x+59,y+93,36,10,w_h2);
    square V1 (scan_x,scan_y,x+26,y+30,10,40,w_v1);
    square V2 (scan_x,scan_y,x+119,y+32,10,38,w_v2);
    assign draw = w_bound & (
    w_h1 | w_h2 | w_v1 | w_v2 |
    ((y_shift > x_shift+34) & (y_shift < x_shift+48)) |
    ((y_shift+86 < x_shift) & (y_shift+100 > x_shift)) |
    ((y_shift+x_shift > 54) & (y_shift+x_shift < 68)) |
    ((y_shift+x_shift > 188) & (y_shift+x_shift < 202))
    );
endmodule
`timescale 1ns / 1ps
module square(
    input [9:0] scan_x,
    input [8:0] scan_y,
    input [31:0] x,
    input [31:0] y,
    input [9:0] width,
    input [8:0] height,
    output draw
    );
    assign draw = (scan_x > x) & (scan_x < x + width) & (scan_y > y) & (scan_y < y + height);
endmodule
```

## run.sh

```bash
#!/bin/bash
# OpenROAD 26Q1-2900-gdf79404cd8, Yosys 0.63+post, stock flow scripts
make -C /OpenROAD-flow-scripts/flow DESIGN_CONFIG=/design/flow/config.mk WORK_HOME=/design/flow/orfs finish
```

==> run summary <==
flow finished, numbers: synth unique cells=95, ranking of synthesized cells by instance count=529 x ha_1, 183 x a21oi_1, 169 x nand2_1, 169 x nor2_1, 161 x xnor2_1, post-route cell area=21300 sq um, Setup Buffers After CTS=0, Register Area=0 sq um, PwrDens=80.3 nW/um^2, number of global-route vias before repair=19.7k, yosys cell count=2631, fmax=0.0769 GHz, Routability Congestion=1.02, Simple Share, Synth=22.1%, met3 Use GR=5.30%, drt pass-1 iters=5, initial antenna violation count=2, overflow left after global routing=0, DRT iter0 DRCs=2047, first-pass GRT wire length=129000 um, Synth area leader=ha_1, Yosys chip area=19400 sq um, Vias=21.3k, met1 Resource Use GR=36.9%, Int Pwr=0.648 mW, Mapped Cells=2631, antenna viol nets, final=0, Clock power frac=0%, Slew @ Worst Pin=1040 ps, post-cts sizing count=0, Ys Warns=63, Max Cap Viol=0, GR Layer Usage met2=39.1%, width of the die=257 um, die height=257 um, worst min-delay path category=in -> out, Area Overhead vs Synth=9.43%, Critical Path RT=11440 ps, RSZ-0062 raised after global routing=false, part of the power in registers=0%, crit-path max cell delay=810 ps, crit-path cells=clkdlybuf4s50_1, inv_1, ha_1, nand2_1, nand2b_1, a21oi_1, xnor2_1, inv_1, a21oi_1, xnor2_1, ha_1, o211ai_1, a21oi_1, a211oi_1, o21ai_0, o211ai_1, a211oi_1, and4_1, nand4_1, clkdlybuf4s50_1, final wirelength=87300 um, combinational group share of total power=100.0%, Post-DP HPWL=67600 um, most used routing layer=met2, Die Footprint=65800 sq um, # DRC=0, largest net degree at the start of global routing=39, Init Core Util=30.6%, registers=0, Main logic family=adder cells, Top delay family on crit path=buffers and inverters, Diodes inserted=0, post-synthesis cell area=19400 sq um, num ports=50, drt wl/cell=24.8 um, Avg Cell Area, Syn=7.39 sq um, Cell area leaders=ha_1 34%, xnor2_1 7.3%, a21oi_1 4.7%, post-layout period usage=91.0%, leakage=9.15 nW, mux frac, synth=0.792%, crit path kind=in -> out, peak supply drop=0.0338 mV, Slew HR=30.1%, Max-area cell share=34.0%, cell with the most instances after synthesis=ha_1, Net Sw Frac=62.1%, yosys xor share=10.3%, final hold vios=0, Critical Path Sink Type=primary output, Final Hold Slack=7170 ps, Hold-fix buffers, CTS=0, status=finished, final reports clean, Port Buf Inserts=49, DP Area=21300 sq um, endpoints failing setup=0, Tool Warnings=119, switching power=1.06 mW, register share after synthesis=0%, CP max stage cell=clkdlybuf4s50_1, crit start category=primary input, fin. max-slew vios=0, Vias/cell=6.06, cell repeated most along the worst path=a21oi_1, crit-path max FO=16, ratio of cells with drive above 1 in the final layout=5.50%, buffer-and-inverter tally for the worst setup path=4, ao+oa area frac=27.5%, Floorplan Core Area=63500 sq um, CP arrival=10150 ps, final setup TNS=0 ps, adder-cell share of the synthesized area=34.6%, Tmin final=13010 ps, row count=92, clock buf count=0, GRT Overall Usage=26.4%
-- per-layer routing --
metal	up-vias	share of wire (%)
li1	10100	-
met3	255	10
met1	9920	43
met2	1059	41
met4	2	5.5
met5	-	0.015
-- cell type report --
class	count	area, sq um
Multi-Input combinational cell	2405	18600
Fill cell	6775	42300
Timing Repair Buffer	137	1140
Tap cell	846	1060
Inverter	129	484
-- cell families (layout without fill, tap and decap cells) --
kind of cell | Yosys count | in the layout
AND-OR/OR-AND | 800 | 800
multiplexers | 15 | 15
AND/OR/NAND/NOR | 830 | 830
buffers and inverters | 226 | 266
XOR/XNOR | 226 | 226
adder cells (fa/ha/maj) | 534 | 534
-- final timing paths --
check	start	depth (start not counted)	end
setup / recovery	y[2]	20	b[0]
hold / removal	data[12]	5	r[0]
-- layout by cell type (no fill, tap or decap), drive strengths merged, types with 13 or more instances in the layout --
cell type / n
a2111oi: 25
a211oi: 41
a21o: 63
a21oi: 184
a31oi: 37
buf: 90
clkdlybuf4s50: 47
ha: 529
inv: 129
nand2: 169
nand2b: 29
nand3: 94
nand3b: 13
nand4: 49
nor2: 169
nor2b: 47
nor3: 96
nor3b: 18
nor4: 35
o2111ai: 18
o211ai: 29
o21a: 46
o21ai: 173
o21bai: 22
o31ai: 14
or2: 18
or3: 14
xnor2: 163
xor2: 63
-- metrics by stage --
| step | setup slack [ps] | power, mW | util, % | std cells |
|---|---|---|---|---|
| after global routing | 936 | 1.89 | 33.5 | 3517 |
| after CTS | 1360 | 1.67 | 33.5 | 3517 |
| after detailed placement | 1380 | 1.65 | 33.5 | 3517 |
| after floorplan | 3300 | 1.17 | - | 2631 |
| final | 1290 | 1.71 | 33.5 | 3517 |
| after global placement | 1350 | 1.65 | 33.5 | 3517 |
-- power by group through the flow --
stage         clock network [mW]  registers, mW  logic [mW]
CTS                            0              0        1.67
finish                         0              0        1.71
global route                   0              0        1.89
Power is estimated from default activity; no workload was simulated.
